==> design/flow/design.v <==
`timescale 1ns/1ns
module single_cycle_mips
(
	input wire clk,
	input wire reset,
   input wire [3:0] A_dip_lsb,
   input wire [3:0] B_dip_msb,
   input wire [4:0] C_button,
   output reg [14:0] D_led,
   output reg [11:0] E_7seg   
);
	initial begin
		$display("Single Cycle MIPS Implemention");
		$display("Parsa Joneidi 402101509");
	end
	reg [31:0] PC;           
   wire [31:0] instr;
   wire [ 5:0] op   = instr[31:26];
   wire [ 5:0] func = instr[ 5: 0];
   wire [31:0] RD1, RD2, AluResult, MemReadData;
   wire AluZero;
   reg branch;
   wire PCSrc = branch & ( op == 6'h04 ? AluZero : ~AluZero);
   reg SZEn, ALUSrc, RegDst, MemtoReg, RegWrite, MemWrite;
   reg [3:0] AluOP;
   reg lw_flag;
   reg [31:0] ReadData;
   reg EN_D_led, EN_E_7seg, WEM;
   reg [1:0] RDsel;
   always @(*) begin
      branch = 1'b0;  
      SZEn = 1'b0;    
      AluOP = 4'hx;  
      ALUSrc = 1'b1;  
      RegDst = 1'b0;  
      MemtoReg = 1'b0;  
      RegWrite = 1'b1;  
      MemWrite = 1'b0;  
      lw_flag = 1'b0;
      case(op)
         6'h0:begin   
            ALUSrc = 1'b0;
            RegDst = 1'b1;
         case(func)
         6'h20:begin        
            AluOP = 4'h0;
         end
         6'h21:begin        
            AluOP = 4'h0;
         end
         6'h22:begin        
            AluOP = 4'h1;
         end
         6'h23:begin        
            AluOP = 4'h1;
         end
         6'h24:begin        
            AluOP = 4'h4;
         end
         6'h25:begin        
            AluOP = 4'h5;
         end
         6'h26:begin        
            AluOP = 4'h7;
         end
         6'h27:begin        
            AluOP = 4'h6;
         end
         6'h2A:begin        
            AluOP = 4'h2;
         end
         6'h2B:begin        
            AluOP = 4'h3;
         end
         endcase
         end
         6'h23:begin        
            SZEn = 1'b1;
            RegWrite = 1'b1;
            AluOP = 4'h0;
            MemtoReg = 1'b1;
            lw_flag = 1'b1;
            $display("LW");
         end
         6'h2B:begin        
            SZEn = 1'b1;
            RegWrite = 1'b0;
            AluOP = 4'h0;
            MemWrite = 1'b1;
            $display("SW");
         end
         6'h04:begin        
            branch = 1'b1;
            ALUSrc = 1'b0;
            RegWrite = 1'b0;
            AluOP = 4'h1;
         end
         6'h05:begin        
            branch = 1'b1;
            ALUSrc = 1'b0;
            RegWrite = 1'b0;
            AluOP = 4'h1;
         end
         6'h08:begin        
            AluOP = 4'h0;
            SZEn = 1'b1;
         end
         6'h09:begin        
            AluOP = 4'h0;
         end
         6'h0A:begin        
            AluOP = 4'h2;
            SZEn = 1'b1;
         end
         6'h0B:begin        
            AluOP = 4'h3;
         end
         6'h0C:begin        
            AluOP = 4'h4;
         end
         6'h0D:begin        
            AluOP = 4'h5;
         end
         6'h0E:begin        
            AluOP = 4'h7;
         end
         6'h0F:begin        
            AluOP = 4'h8;
         end
      endcase
   end
   wire [31:0] PCplus4 = PC + 4'h4;
   wire [31:0] WD = MemtoReg ? ReadData : AluResult;
   wire [ 4:0] WR = RegDst ? instr[15:11] : instr[20:16];
   wire [31:0] Imm32 = SZEn ? {{16{instr[15]}},instr[15:0]} : {16'h0, instr[15:0]};
   wire [31:0] PCbranch = PCplus4 + (Imm32 << 2);
   reg_file rf
   (
      .clk (clk),
      .write ( RegWrite ),
      .RR1   ( instr[25:21] ),
      .RR2   ( instr[20:16] ),
      .WR (WR),
      .WD (WD),
      .RD1 (RD1),
      .RD2 (RD2)
	);
   my_alu alu
   (
      .Op( AluOP ),
      .A ( RD1 ),
      .B ( ALUSrc ? Imm32 : RD2),
      .X ( AluResult ),
      .Z ( AluZero )
   );
	async_mem_i imem			 
	(
		.clk		   (1'b0),
		.write		(1'b0),		 
		.address	   ( PC ),		    
		.write_data	(32'bx),
		.read_data	( instr )
	);
	async_mem dmem			 
	(
		.clk		   ( clk ),
		.write		( WEM ),
		.address	   ( AluResult ),
		.write_data	( RD2 ),
		.read_data	( MemReadData )
	);
   always @(*) begin
      RDsel = 2'bxx;   
      WEM   = 1'b0;  
      EN_D_led = 1'b0;
      EN_E_7seg = 1'b0;
      if(lw_flag) begin  
         case (AluResult)
            32'd4076 : RDsel = 2'b01;  
            32'd4080 : RDsel = 2'b10;  
            32'd4084 : RDsel = 2'b11;  
            default:   RDsel = 2'b00;  
         endcase
      end
      if(MemWrite) begin  
      case (AluResult)
         32'd4088 : EN_D_led = 1'b1;
         32'd4092 : EN_E_7seg = 1'b1;
         default:   WEM   = 1'b1;  
      endcase
      end
   end
   always @(posedge clk) begin
      if (reset) begin
         D_led  <= 15'h0000;
         E_7seg <= 12'h000;
         PC <= 32'h0;
      end
      else begin
         if ( EN_D_led )
            D_led  <= RD2[14:0];  
         if ( EN_E_7seg )
            E_7seg <= RD2[11:0];  
         case(PCSrc)
            1'b1:
               PC <= PCbranch;
            1'b0:
               PC <= PCplus4;
            default:
               PC <= PCplus4;
         endcase
      end
   end
   always @(*) begin
      case (RDsel)
         2'b00: ReadData = MemReadData;
         2'b01: ReadData = {28'b0, A_dip_lsb};
         2'b10: ReadData = {28'b0, B_dip_msb};
         2'b11: ReadData = {27'b0, C_button};
         default: ReadData = 32'hxxxx_xxxx;
      endcase
   end
endmodule
module my_alu(
   input  [3:0] Op,
   input  [31:0] A,
   input  [31:0] B,
   output [31:0] X,
   output        Z
   );
   wire sub = Op != 4'h0;
   wire [31:0] bb = sub ? ~B : B;
   wire [32:0] sum = A + bb + sub;
   wire sltu = ! sum[32];
   wire v = sub ?
            ( A[31] != B[31] && A[31] != sum[31] )
          : ( A[31] == B[31] && A[31] != sum[31] );
   wire slt = v ^ sum[31];
   reg [31:0] x;
   always @( * )
      case( Op )
         4'h0 : x = sum;
         4'h1 : x = sum;
         4'h2 : x = slt;
         4'h3: x = sltu;
         4'h4 : x = A & B;
         4'h5  : x = A | B;
         4'h6 : x = ~(A | B);
         4'h7 : x = A ^ B;
         4'h8 : x = {B[15:0], 16'h0};
         default : x = 32'hxxxxxxxx;
      endcase
   assign X = x;
   assign Z = x == 32'h00000000;
endmodule
==> design/flow/run.sh <==
#!/bin/bash
# OpenROAD 26Q1-2900-gdf79404cd8, Yosys 0.63+post, stock flow scripts
make -C /OpenROAD-flow-scripts/flow DESIGN_CONFIG=/design/flow/config.mk WORK_HOME=/design/flow/orfs finish
==> design/flow/config.mk <==
export PLATFORM = sky130hd
export DESIGN_NAME = my_alu
export DESIGN_NICKNAME = my_alu
export VERILOG_FILES = /design/flow/design.v
export SDC_FILE = /design/flow/constraint.sdc
export NUM_CORES = 4
export LEC_CHECK = 1
export CORE_UTILIZATION = 50
==> design/flow/constraint.sdc <==
current_design my_alu

set clk_period 23.6
set clk_io_pct 0.2

create_clock -name clk0 -period $clk_period

set non_clock_inputs [all_inputs -no_clocks]
set_input_delay [expr $clk_period * $clk_io_pct] -clock clk0 $non_clock_inputs
set_output_delay [expr $clk_period * $clk_io_pct] -clock clk0 [all_outputs]
==> metrics.cfg <==
[power]
p_comb_share_pct = 100.0
power.internal_uw = 76.9
seq_power_share_pct = 0
cellPowerDensity_mw_per_mm2 = 27.2
switching_portion_of_total_power_pct = 51.1
cellLeakagePower_nw = 2.60
peakVddDrop_v = 0.0000127
power_switching_uw = 80.2
clock_power_share_pct = 0

[floorplanning]
floorplan.core_area_mm2 = 0.00920
floorplan.die_area_mm2 = 0.00986
floorplan_die_height_um = 99.3
die_w_um = 99.3
i_o_pins = 101
initCoreUtil_pct = 51.5
fp-row-count = 35

[placement]
routabilityCongestion = 1.01
hpwlAfterDp_um = 12300
portBuffers = 101
postPlaceCellArea_mm2 = 0.00578
place_ws_ps = 8220
place.detailed.instances = 853

[detailed_routing]
route.detailed.vias_per_inst = 6.12
dr.first_iter.drc_count = 252
drc = 0
detail_route.antenna_diodes = 0
routed_wl_um = 15700
route.detailed.wl_per_inst_um = 18.4
drt_antenna_net_count = 0
drt_pass1_iterations = 5
detailroute.via_count = 5218

[logic_synthesis]
synthMostInstantiatedCell = sky130_fd_sc_hd__ha_1
synthDominantAreaCellType = sky130_fd_sc_hd__ha_1
synth.yosys.seq_area_share_pct = 0
post_synth_inst_count = 667
synth_area_mm2 = 0.00474
yosysUniqueCellTypes = 79
yosysChipArea_mm2 = 0.00474
synthDominantCellAreaShare_pct = 25.1
yosysWarnings = 1
syn_avg_cell_area_um2 = 7.10
ys_top_cells_by_count = sky130_fd_sc_hd__ha_1, sky130_fd_sc_hd__inv_1, sky130_fd_sc_hd__a21oi_1
synthTopCellsByArea = sky130_fd_sc_hd__ha_1, sky130_fd_sc_hd__xnor2_1, sky130_fd_sc_hd__inv_1, sky130_fd_sc_hd__a21oi_1, sky130_fd_sc_hd__nor2_1
yosys_cells = 667

[critical_path]
path_class = input pin to output port
endpoint_kind = output port
critPathLaunchType = input pin
cp.arrival_ps = 10700
critical_path_required_ps = 18880
critical_path.max_fanout = 15

[run_status]
status = completed

[global_routing]
first_pass_grt_wire_length_um = 24800
grtUsageTotal_pct = 32.3
grt_max_degree = 56
grt_overflow = 0
antenna_violations_before_repair = 0
first_global_vias = 4788

[sta]
timing.final.hold_violations = 0
fmax_ghz = 0.0648
timing_worst_slew_pin_value_ps = 840
finalHoldWorstSlack_ps = 10450
max_slew_margin_pct = 43.6
number_of_setup_violations_in_the_final_report = 0
post-route-period-util_pct = 65.4
finalWorstSetupSlack_ps = 8180
setup_tns_ps = 0
final_period_minus_worst_setup_slack_ps = 15420
rsz0062_at_grt = false
final-max-slew-violation-count = 0

[clock_network]
setup_fix_bufs_post_cts = 0
cts-resized-gates = 0
hold_buffers = 0

[finish]
clockBufferCount = 0
drive_above_1_share_pct = 5.53
sequential_cell_total = 0
final_instance_count_without_filler_cells = 853
n_fill_cell = 793
final_area_mm2 = 0.00578
area_delta_synth_final_pct = 22.1
layout.area.seq_um2 = 0

[job]
stage_log_warnings = 65
drv_cap = 0

[worst_hold_path]
number_of_stages_on_the_worst_hold_path = 3
timing.hold.worst.class = input pin to output port

per-layer routing:
layer	track usage [%]	wire length [um]	vias up
li1	-	-	2620
met1	43.4	6930	2367
met2	55.0	7190	205
met3	3.72	1120	26
met4	8.94	412	0
met5	0	0	-
cells by family (layout without fill, tap and decap cells):
logic type,count (synthesis),count (layout),share of synthesized area (%)
AOI/OAI and AO/OA,219,219,32.3
and+or+nand+nor,168,168,19.0
buffers and inverters,117,192,9.91
adders and majority gates,96,96,25.5
xor gates and xnor gates,47,47,8.69
muxes,20,20,4.57
cell usage in the layout (no fill, tap or decap), types with 4 or more instances in the layout:
cell / n
sky130_fd_sc_hd__nand3_1: 13
sky130_fd_sc_hd__a221oi_1: 4
sky130_fd_sc_hd__buf_4: 8
sky130_fd_sc_hd__mux2i_1: 7
sky130_fd_sc_hd__nor2_1: 48
sky130_fd_sc_hd__nand4_1: 7
sky130_fd_sc_hd__o211ai_1: 11
sky130_fd_sc_hd__nor3_1: 9
sky130_fd_sc_hd__nand2b_1: 5
sky130_fd_sc_hd__xor2_1: 6
sky130_fd_sc_hd__a211o_1: 5
sky130_fd_sc_hd__nor4_1: 5
sky130_fd_sc_hd__mux2_2: 13
sky130_fd_sc_hd__and3_1: 8
sky130_fd_sc_hd__clkdlybuf4s50_1: 100
sky130_fd_sc_hd__nor2b_1: 6
sky130_fd_sc_hd__xnor2_1: 41
sky130_fd_sc_hd__a31oi_1: 5
sky130_fd_sc_hd__o21ai_0: 25
sky130_fd_sc_hd__ha_1: 95
sky130_fd_sc_hd__nand2_1: 36
sky130_fd_sc_hd__inv_1: 81
sky130_fd_sc_hd__a21oi_1: 52
sky130_fd_sc_hd__a211oi_1: 21
sky130_fd_sc_hd__o21a_1: 4
sky130_fd_sc_hd__a22oi_1: 11
sky130_fd_sc_hd__o221ai_1: 13
sky130_fd_sc_hd__o22ai_1: 8
sky130_fd_sc_hd__a21o_1: 13
sky130_fd_sc_hd__o21bai_1: 4
critical path, cell delays in order:
cell	delay [ps]
sky130_fd_sc_hd__clkdlybuf4s50_1	680
sky130_fd_sc_hd__nor4_4	850
sky130_fd_sc_hd__xnor2_1	230
sky130_fd_sc_hd__fa_1	500
sky130_fd_sc_hd__a211oi_1	500
sky130_fd_sc_hd__nor4_2	160
sky130_fd_sc_hd__o21ai_1	240
sky130_fd_sc_hd__a41oi_1	360
sky130_fd_sc_hd__a21oi_1	380
sky130_fd_sc_hd__xor2_1	180
sky130_fd_sc_hd__o221ai_1	150
sky130_fd_sc_hd__nor4_1	440
sky130_fd_sc_hd__or4b_1	500
sky130_fd_sc_hd__nor4_2	300
sky130_fd_sc_hd__clkdlybuf4s50_1	510
area by class of cell:
type | count | area (um2) | share of cell area [%]
Tap cell | 111 | 139 | 2.40
Inverter | 83 | 312 | 5.39
Timing Repair Buffer | 109 | 1070 | 18.4
Multi-Input combinational cell | 550 | 4270 | 73.8
power by group through the flow:
stage	Sequential (mW)	Combinational, mW	Clock, mW
global route	0	0.173	0
CTS	0	0.156	0
finish	0	0.157	0
worst paths after layout:
| path | slack (ps) | from | end |
|---|---|---|---|
| hold / removal | 10450 | Op[0] | X[18] |
| setup / recovery | 8180 | Op[2] | Z |
per-stage QoR:
stage          util [%]  power, mW
3_5_place_dp       62.9      0.154
4_1_cts            62.9      0.156
2_1_floorplan         -     0.0917
6_report           62.9      0.157
5_1_grt            62.9      0.173
3_3_place_gp       62.9      0.154
No activity file was given, so power comes from the tool's default toggle rates.
