`./config.mk`:
```
export PLATFORM = sky130hd
export DESIGN_NAME = reg_file
export DESIGN_NICKNAME = reg_file
export VERILOG_FILES = /design/flow/design.v
export SDC_FILE = /design/flow/constraint.sdc
export NUM_CORES = 4
export LEC_CHECK = 1
export CORE_UTILIZATION = 40
```
`./constraint.sdc`:
```
current_design reg_file

set clk_period 9.5
set clk_io_pct 0.2

create_clock -name clk0 -period $clk_period [get_ports {clk}]

set non_clock_inputs [all_inputs -no_clocks]
set_input_delay [expr $clk_period * $clk_io_pct] -clock clk0 $non_clock_inputs
set_output_delay [expr $clk_period * $clk_io_pct] -clock clk0 [all_outputs]
```
`./design.v`:
```
`timescale 1ns/1ns
module async_mem(
   input clk,
   input write,
   input [31:0] address,
   input [31:0] write_data,
   output [31:0] read_data
);
   reg [31:0] mem_data [0:1023];
   assign read_data = mem_data[ address[11:2] ];
   always @( posedge clk )
      if ( write )
         mem_data[ address[11:2] ] <= write_data;
endmodule
module reg_file(
	input  clk,
	input  write,
	input  [ 4:0] WR,
	input  [31:0] WD,
	input  [ 4:0] RR1,
	input  [ 4:0] RR2,
	output [31:0] RD1,
	output [31:0] RD2
	);
	reg [31:0] reg_data [1:31];
	assign RD1 = RR1 ? reg_data[RR1] : 32'h00;
	assign RD2 = RR2 ? reg_data[RR2] : 32'h00;
	always @(posedge clk)
		if(WR && write) begin
			reg_data[WR] <= WD;
		end
endmodule
```
`./run.sh`:
```
#!/bin/bash
# OpenROAD 26Q1-2900-gdf79404cd8, Yosys 0.63+post, stock flow scripts
make -C /OpenROAD-flow-scripts/flow DESIGN_CONFIG=/design/flow/config.mk WORK_HOME=/design/flow/orfs finish
```
==> out/summary.rpt <==
========================================================================================================
Result of the run                                                                              completed
Wirelength per Cell                                                                              33.8 um
Die Wd                                                                                            343 um
Crit path launch                                                                                  RR2[2]
Wire length of the first global-routing pass                                                   208000 um
Power density over cell area                                                                 183 mW/mm^2
Worst Tran Pin Value                                                                              986 ps
Cell Rows                                                                                            124
Clock tree sinks                                                                                     992
Initial antenna violation count                                                                       10
Max-slew headroom                                                                                  34.0%
Initial core utilization                                                                           40.5%
Tool warnings                                                                                         25
Hold path start                                                                                   WD[20]
Most frequent logic cells in the routed design                                              edfxtp_1, mux4_2, mux2i_1, buf_4
Number of max-slew violations in the final report                                                      0
CTS Buf Count                                                                                        103
Gp weighted congestion                                                                             0.910
Per-instance average area after synthesis                                                     17.9 sq um
Cells traversed along the worst timing path                                                 buf_6 > buf_4 > nor2b_4 > buf_4 > a22oi_1 > nand3_1 > nand4_1 > clkdlybuf4s50_1
Top cell type's share of synthesized area                                                          64.1%
Number of global-route vias before repair                                                          29800
Starting DRC count in detailed routing                                                              1829
Setup Viol. Count Final                                                                                0
Netlist area before placement                                                               0.0465 sq mm
Crit path buf inv count                                                                                4
Area added between synthesis and finish                                                            13.8%
Max reg flops                                                                                        992
Drt total wl                                                                                   146000 um
Cell total in the yosys stat output                                                                 2601
Arrival @ worst endpoint                                                                         5570 ps
Core ar.                                                                                     0.115 sq mm
Total global-route track usage                                                                     27.5%
VDD IR max                                                                                      0.133 mV
Top cell excl fill/tap                                                                          edfxtp_1
Hold violation count in the final report                                                               0
Share of layout cells above drive strength 1                                                       24.5%
Summed area of non-filler cells in the final layout                                         0.0529 sq mm
Overall via count from detail_route                                                                26800
Unrepaired setup endpoints after global routing                                                    false
Worst-case clock buffer depth                                                                          3
Number of synthesized register bits                                                                  992
Number of enable-type register cells in the synthesized netlist                                      992
Post-synthesis async set-or-reset flop share                                                          0%
Setup Crit Path Kind                                                                              in2out
Maximum number of pins on one net before global-route repair                                          87
Placement Cell Area                                                                         0.0497 sq mm
Worst slack after detailed placement                                                             2180 ps
Post-cts hold buffer count                                                                             0
Final HPWL DP                                                                                   86400 um
Path type of the worst min-delay path                                                             in2reg
Gate count of the mapped netlist                                                                    2601
Crit path DRT                                                                                    7600 ps
Buffers inserted by post-CTS timing repair                                                             0
Post-cts resize count                                                                                  0
# fillers                                                                                           9399
Max-cap viol count                                                                                     0
Yosys warnings                                                                                         1
Maximum fanout along the worst path                                                                   37
Most frequent CP cell                                                                              buf_4
Number of distinct library cells after synthesis                                                      38
Cell family with the largest share of critical-path delay                                   buffers and inverters
Leakage power total                                                                            0.0173 uW
Highest achievable clock rate                                                                  0.134 GHz
Antenna-violating nets left                                                                            0
Kind of end point of the critical path                                                        output pin
Area figure in the yosys stat output                                                        0.0465 sq mm
TritonCTS clock tree                                                                                done
Die Area                                                                                     0.118 sq mm
Slowest cell on the critical path                                                                  buf_4
I/O pins                                                                                             113
Sum of negative setup slack                                                                         0 ps
IO Port Bufs                                                                                         112
Ratio of final minimum period to clock period                                                      78.7%
Count of TritonRoute iterations in the first routing pass                                              5
Via density per instance                                                                            6.20
H-tree level count                                                                                     3
Dominant Register Cell                                                                          edfxtp_1
Largest stage delay on the critical path                                                          680 ps
Die height                                                                                        343 um
Post-CTS clock slew at the launch and capture registers of the worst setup and hold paths          60 ps
Post-synth top area cell                                                                        edfxtp_1
Seq share, synth                                                                                   64.1%
Leading registers by flop count                                                             reg_data (992)
GRT overflow                                                                                           0
Top area cells in the synthesized netlist                                                   edfxtp_1, mux4_2, mux2i_1
Top reg by flops                                                                                reg_data
DRC violation count after routing                                                                      0
Launching element type of the critical path                                                   input port
Clock Root Buffer                                                                              clkbuf_16
Final worst path period need                                                                     7470 ps
Setup WS post-layout                                                                             2030 ps
========================================================================================================
==> report_power, final <==
part           switching (uW)  internal [uW]
Sequential               21.1           4870
Combinational             534            378
Clock                    1690           2200
Total                    2250           7450
==> synthesized netlist by cell type, types with 6 or more instances <==
master	instances
a211o_1	31
a211oi_1	18
a21oi_1	68
a22o_1	45
a22oi_1	92
a311o_1	31
a31oi_1	14
and2_1	34
and3_1	14
buf_1	13
buf_2	58
buf_4	31
buf_6	15
clkbuf_1	85
edfxtp_1	992
mux2_2	34
mux2i_1	316
mux4_1	9
mux4_2	339
nand2_1	89
nand3_1	52
nand3b_1	6
nand4_1	18
nor2_1	115
nor2b_1	36
o21ai_0	14
o21ai_1	18
==> final cells by class <==
class	instances	area, sq um	share of cell area, %
Antenna cell	5	12.5	0.0236
Clock buffer	123	2670	5.05
Clock inverter	66	587	1.11
Inverter	1	3.75	0.00709
Multi-Input combinational cell	1404	15900	30.0
Sequential cell	992	29800	56.3
Tap cell	1512	1890	3.57
Timing Repair Buffer	225	2080	3.93
==> layer usage <==
layer  up-vias  routed length (um)  GRT usage (%)
met1     13300               43900           29.9
li1      11100                   -              -
met5         -                 594           4.81
met3       318               29300           24.1
met4        22                5250           7.44
met2      2061               67400           39.7
==> kinds of logic after synthesis <==
family	synth area share, %
AND-OR/OR-AND	5.17
buffers and inverters	2.36
multiplexers	24.6
flip-flops	64.1
AND/OR/NAND/NOR	3.85
==> worst paths after layout <==
kind	to	slack [ps]	cells past startpoint
setup / recovery	RD2[7]	2030	8
hold / removal	reg_data[10][20]	2030	2
==> per-stage QoR <==
step           utilization [%]  total power, uW  hold WS, ps  cells
6_report                  46.1             9700         2030   4328
5_1_grt                   46.1             9980         2050   4325
4_1_cts                   46.1             9750         2000   4323
3_5_place_dp              43.3             5890         2740   4134
3_3_place_gp              43.3             5880         2730   4134
2_1_floorplan                -             5470         2000   2601
Power figures rest on the tool's default switching activity, not on a simulated workload.
